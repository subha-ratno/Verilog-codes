**./config.mk**
```make
export PLATFORM = sky130hd
export DESIGN_NAME = Frequency_divider
export DESIGN_NICKNAME = Frequency_divider
export VERILOG_FILES = /design/flow/design.v
export SDC_FILE = /design/flow/constraint.sdc
export NUM_CORES = 4
export LEC_CHECK = 1
export CORE_UTILIZATION = 30
```
**./constraint.sdc**
```tcl
current_design Frequency_divider

set clk_period 7.3
set clk_io_pct 0.2

create_clock -name clk0 -period $clk_period [get_ports {in}]

set non_clock_inputs [all_inputs -no_clocks]
set_input_delay [expr $clk_period * $clk_io_pct] -clock clk0 $non_clock_inputs
set_output_delay [expr $clk_period * $clk_io_pct] -clock clk0 [all_outputs]
```
**./design.v**
```verilog
module Frequency_divider(input in, output reg out);
	parameter N = 9;
	wire [$clog2(N)-1:0] q;
	reg q_ff;
	mod_n_counter #(.N(N)) m1(.clock(in), .out(q));
	always@(negedge in) begin
		q_ff <= q[2];
	end
	always@(q[2] or q_ff) begin
		#0 out <= q_ff | q[2];
	end
endmodule
module mod_n_counter #(parameter N = 9) (input clock, output reg [$clog2(N)-1:0] out);
	integer count = 0;
	initial out = -1;
	always@(posedge clock) begin
		if(count==N) begin
				out <= 0;
				count <= 1;
		end
		else begin
			out <= out + 1;
			count <= count +1;
		end
	end
endmodule
```
**./run.sh**
```bash
#!/bin/bash
# OpenROAD 26Q1-2900-gdf79404cd8, Yosys 0.63+post, stock flow scripts
make -C /OpenROAD-flow-scripts/flow DESIGN_CONFIG=/design/flow/config.mk WORK_HOME=/design/flow/orfs finish
```
==> impl_metrics.py <==
# Flow results
metrics = {
    "status": {
        "status": "finished clean",
    },
    "clock_tree": {
        "h-tree-depth": 2,
        "clk_pin_slew_ns": 0.07,
        "cts_buffers": 5,
        "cts_root_buf": "clkbuf_8",
        "hold_buffers": 0,
        "cts_setup_buffers": 0,
        "cts_sinks": 36,
        "tritoncts": "yes",
        "cts_resized": 0,
        "insertion_delay_ns": 0.34,
        "clockBufferDepth": 2,
    },
    "floorplan": {
        "rows": 25,
        "dieHeight_um": 72.66,
        "io_pins": 2,
        "initCoreUtil": 0.3150,
        "chip_area_mm2": 0.005279,
        "core_mm2": 0.004755,
        "die_w_um": 72.66,
    },
    "cells_and_area": {
        "fin_cells": 222,
        "n_fill_cell": 472,
        "drive_gt1_frac": 0.07742,
        "fin_util": 0.3526,
        "stdcell_area_mm2": 0.001677,
        "area_growth_pct": 11.95,
    },
    "timing": {
        "tns_ns": 0,
        "setup_viol": 0,
        "rsz0062_at_grt": "no",
        "max_slew_margin": 0.6175,
        "clock_skew_ns": 0.05597,
        "tightest_slew_ns": 0.5695,
        "finalHoldViolCount": 0,
        "slew_violations": 0,
    },
    "worst_setup_path": {
        "reg2reg_slack_ns": 3.26,
        "crit_fanout": 1,
        "endpoint_kind": "primary output",
        "crit_chain": "or2_2 -> clkdlybuf4s50_1",
        "worstPathArrival_ns": 4.92,
        "worst-setup-path-type": "register to primary output",
        "critPathBufInv": 1,
        "cp_data_required_time_ns": 5.84,
        "cpPeakStageDelay_ns": 0.40,
        "critPathTopFamily": "buffers and inverters",
        "startpoint_type": "register",
        "cpMaxStageDelayCell": "clkdlybuf4s50_1",
    },
    "global_routing": {
        "grt_antenna_before_repair": 0,
        "grt_pass1_vias": 936,
        "track_usage": 0.1012,
        "grt_max_degree": 11,
        "grt-ovfl-total": 0,
        "grt_pass1_wl_um": 4278,
    },
    "drt": {
        "totalWireLength_um": 2386,
        "postRouteAntennaNets": 0,
        "antenna_cells": 0,
        "dr.pass1.iters": 4,
        "drt_iter0_drc": 49,
        "drc": 0,
        "viasPerCell": 4.640,
        "vias": 1030,
        "wl_per_cell_um": 10.75,
    },
    "flow_run": {
        "warning_count": 27,
        "cap_violations": 0,
    },
    "place": {
        "post_dp_cell_area_mm2": 0.001587,
        "place.gp.congestion": 0.7606,
        "hpwl_um": 1619,
        "placed_cells": 214,
        "io_buffers": 1,
    },
    "logic_synthesis": {
        "synth-edff-count": 0,
        "yosys_warnings": 2,
        "area_leaders": "dfxtp_1, xnor2_1, nand3_1",
        "ys_area_mm2": 0.001498,
        "top_cell": "dfxtp_1",
        "synth.distinct_cells": 22,
        "yosys.area.top_type_share": 0.4812,
        "largest_area_cell": "dfxtp_1",
        "synth-seq-cells": 36,
        "synth_area_mm2": 0.001498,
        "async_flop_share": 0,
        "syn_inst": 147,
        "synthFlopType": "dfxtp_1",
        "synth.avg_cell_area_um2": 10.19,
        "common_cells": "dfxtp_1, xnor2_1, nand3_1, nand4_1, nor2_1",
        "ys_seq_frac": 0.4812,
        "yosysCellCount": 147,
    },
    "pwr": {
        "ir_worst_vdd_v": 0.00005328,
        "p_per_area_mw_per_mm2": 201.6,
        "power_leakage_nw": 0.5993,
    },
    "min_path": {
        "hold_path.class": "register to register",
    },
}
==> layout make-up <==
| type | instances | area (µm²) | area share |
|---|---|---|---|
| multi-input cells | 108 | 764.5 | 0.4560 |
| flip-flops and latches | 36 | 720.7 | 0.4299 |
| well taps | 67 | 83.83 | 0.05000 |
| clock buffers | 6 | 82.58 | 0.04925 |
| clock inverters | 3 | 11.26 | 0.006716 |
| repair buffers | 1 | 10.01 | 0.005970 |
| inverters | 1 | 3.754 | 0.002239 |
==> cells by family after synthesis <==
| group | Yosys count | synth area share |
|---|---|---|
| adders and majority gates | 3 | 0.02507 |
| AOI/OAI and AO/OA | 1 | 0.003338 |
| and+or+nand+nor | 73 | 0.3008 |
| DFF | 36 | 0.4812 |
| buffers and inverters | 3 | 0.008353 |
| xor gates and xnor gates | 31 | 0.1813 |
==> registers in the layout, indices dropped and copies added (netlist names) <==
name and count:
m1.count 32, m1.out 3, q_ff 1
==> layout by cell type (no fill, tap or decap), types with 2 or more instances in the layout <==
cell	n
inv_1	4
nor2_1	11
xnor2_1	24
nand4_1	11
nand2_1	8
dfxtp_1	36
xor2_1	7
nor4b_1	2
and3_1	9
nor4_4	2
ha_1	3
clkbuf_8	6
nor4_1	7
nand3_1	16
==> report_power, final <==
group	internal, mW	switching, mW
combinational	0	0
sequential	0.196	0
clock	0.0748	0.0669
total	0.271	0.0669
==> per-stage QoR <==
step	power (mW)	hold slack (ns)	worst slack (ns)
detailed placement	0.2025	0.4107	1.265
CTS	0.3429	0.4213	0.9072
global placement	0.2025	0.4174	1.266
global route	0.3517	0.4274	0.8754
floorplan	0.2025	0.3992	1.684
finish	0.3381	0.4209	0.9209
==> metal layers <==
metal  global-route usage  vias up  part of all wire
met4              0.02179        0             0.015
met3              0.02241        6             0.025
li1                     -      536                 -
met5                    0        -                 0
met1               0.1575      480              0.56
met2               0.1464        8              0.40
==> path summary, 6_finish.rpt <==
kind,startpoint,to,cells after the start
max,q_ff,out,2
min reg2reg,m1.out[0],m1.out[0],1
max reg2reg,m1.out[2],q_ff,0
min,m1.out[0],m1.out[0],1
Power is estimated from default activity; no workload was simulated.
