## design/flow/run.sh

```bash
#!/bin/bash
# OpenROAD 26Q1-2900-gdf79404cd8, Yosys 0.63+post, stock flow scripts
make -C /OpenROAD-flow-scripts/flow DESIGN_CONFIG=/design/flow/config.mk WORK_HOME=/design/flow/orfs finish
```

## design/flow/config.mk

```make
export PLATFORM = sky130hd
export DESIGN_NAME = pipeline_ex
export DESIGN_NICKNAME = pipeline_ex
export VERILOG_FILES = /design/flow/design.v
export SDC_FILE = /design/flow/constraint.sdc
export NUM_CORES = 4
export LEC_CHECK = 1
export CORE_UTILIZATION = 50
```

## design/flow/constraint.sdc

```tcl
current_design pipeline_ex

set clk_period 4.8
set clk_io_pct 0.2

create_clock -name clk0 -period $clk_period [get_ports {clk}]

set non_clock_inputs [all_inputs -no_clocks]
set_input_delay [expr $clk_period * $clk_io_pct] -clock clk0 $non_clock_inputs
set_output_delay [expr $clk_period * $clk_io_pct] -clock clk0 [all_outputs]
```

## design/flow/design.v

```verilog
module pipeline_ex #(parameter N=10) (
	input [N-1:0] A, B, C, D,
	input clk,
	output [N-1:0] F);
	reg [N-1:0] L12_x1, L12_x2, L12_D, L23_x3, L23_D, L34_F;
	always@(posedge clk) begin
		L12_x1 <= #4 A+B;	 
		L12_x2 <= #4 C-D;
		L12_D <= D;
	end
	always@(posedge clk) begin
		L23_x3 <= #4 L12_x1 + L12_x2;
		L23_D <= L12_D;
	end
	always@(posedge clk) begin
		L34_F <= #6 L23_x3 * L23_D;
	end
	assign F = L34_F;
endmodule
```

==> Slide: Implementation Results <==
Physical Implementation Snapshot

Final layout
  • Ratio of cells with drive above 1 in the final layout: 5.24%
  • Area growth syn-to-layout: 22.2%
  • Filler cells: 616

Worst setup path
  • Crit-path cells: nand2_1 > fa_1 > inv_1 > fa_1 > inv_1 > fa_1 > inv_1 > fa_1 > inv_1 > fa_1 > xnor2_1 > xnor2_1 > xnor2_1 > xnor2_1 > xnor2_1 > xnor2_1
  • Worst Path Required: 5.06 ns
  • CP Launch Type: flip-flop
  • Cell count along the critical path: 16
  • Worst reg2reg path endpoint: L34_F[9]$_DFF_P_
  • Worst R2R Setup Slack: 0.58 ns
  • R2R Path Start: L23_D[1]$_DFF_P_
  • Worst-path maximum fanout: 9
  • CP Data Arrival Time: 4.49 ns
  • Crit-path leading delay family: adder cells
  • R2r worst-path depth: 16
  • WP buf/inv: 4
  • CP dominant cell by count: xnor2_1
  • Max incr delay on CP: 0.53 ns
  • Slowest cell on crit path: fa_1
  • CP Class: reg2reg
  • CP Capture Type: flip-flop

Clock tree
  • Clk slew on worst S/H paths: 0.08 ns
  • H-tree depth: 3
  • Root Buffer: clkbuf_8
  • Sink Count: 60
  • Clock tree buffer depth: 2
  • TritonCTS clock tree: yes
  • Post-CTS Setup Inserts: 0
  • Cts bufs inserted: 9
  • Latency at later pin: 0.34 ns
  • Post-cts resize count: 0
  • Hold Buf Count CTS: 0

Timing
  • Worst-Margin Slew: 0.411 ns
  • Tmin final: 4.22 ns
  • Crit share post-route: 87.9%
  • TNS Setup: 0 ns
  • Clock skew: 0.0162 ns
  • Slew headroom: 72.5%
  • Fmax: 237 MHz
  • Final Hold Violating Endpoints: 0
  • # setup viols final: 0
  • RSZ-0062 raised after global routing: false
  • Final slew viol count: 0

Power and ir drop
  • Tot Pwr: 3600 uW
  • P_leak: 0.00223 uW
  • VDD IR max: 419 uV
  • Pwr Density: 774 nW/um^2

Logic synthesis
  • Count leader, synth: dfxtp_1
  • Leading cell types by count after synthesis: 60 x dfxtp_1, 58 x inv_1, 51 x ha_1, 42 x nand2_1, 29 x xnor2_1
  • Yosys chip area: 3800 um^2
  • Ys cells: 393
  • Mapped Area: 3800 um^2
  • Syn Area/Cell: 9.68 um^2
  • Yosys cell types: 33
  • Area share of the largest cell type after synthesis: 31.6%
  • Post-Synthesis Cells: 393
  • Synth flops: 60
  • Primary FF master, synth: dfxtp_1
  • Async SR Flop Fraction: 0%
  • Post-synth seq share: 31.6%
  • Cell area leaders: dfxtp_1 32%, ha_1 17%, fa_1 13%, xnor2_1 6.7%, inv_1 5.7%
  • Syn. warnings: 1
  • Cell accounting for the most synthesized area: dfxtp_1
  • Post-synth EDFFs: 0

Route
  • Ant diodes: 0
  • ANT nets after route: 0
  • Drc violations: 0
  • First-pass DRT Iterations: 4
  • DR iter-0 viols: 32
  • DR vias/cell: 4.69
  • Vias: 2,611
  • Post-Route WL: 6290 um
  • WL/cell: 11.3 um

Floorplan
  • Die area: 7960 um^2
  • Die width: 89.2 um
  • Die y size: 89.2 um
  • Row cnt: 31
  • Io pins: 51
  • Core area: 7290 um^2
  • Initial Utilization: 52.2%

Min path
  • Worst Hold Path EP: L23_D[1]$_DFF_P_
  • Worst hold path class: reg2reg
  • WHS Path Cells: 0
  • Worst hold path startpoint: L12_D[1]$_DFF_P_

Place
  • DP HPWL: 5250 um
  • RePlAce Congestion: 0.854
  • Port bufs: 50

GRT
  • Met1 Use GR: 24.9%
  • Largest net degree at the start of global routing: 13
  • Number of global-route vias before repair: 2,463
  • GR Layer Usage met2: 31.2%
  • Global-route wire length before repair: 10,700 um
  • Initial antenna violation count: 0
  • Total grt overflow: 0
  • Met3 Use GR: 3.93%
  • Top Usage Layer GRT: met2
  • Global-route usage over all layers: 18.2%

Run
  • Max-cap violations: 0
  • Tool warnings: 26

Outcome
  • Run status: finished, final reports clean
## cell usage in the layout, fill, tap and decap left out, types with 3 or more instances in the layout
cell              n
dfxtp_1          60
clkbuf_8          9
and3_1            6
xor2_1           14
a21boi_1          4
nand2_1          42
a21o_1            8
fa_1             25
nor2_1           11
o21ai_0           8
and2_1           19
o21a_1            3
nor3_1            7
ha_1             51
clkinv_4          3
a21oi_1          11
nand3_1           4
clkdlybuf4s50_1  50
inv_1            58
nor2b_1           9
xnor2_1          29
## how the worst max path moves through the flow
stage                     from               end  slack (ns)
finish        L23_D[1]$_DFF_P_  L34_F[9]$_DFF_P_        0.58
CTS           L23_D[1]$_DFF_P_  L34_F[9]$_DFF_P_        0.53
global route  L23_D[3]$_DFF_P_  L34_F[9]$_DFF_P_        0.32
## cells by family (layout without fill, tap and decap cells)
family,Yosys count,count (layout),synth area share (%)
AOI/OAI and AO/OA,48,48,8.91
xor gates and xnor gates,43,43,9.90
adders and majority gates,76,76,29.9
buffers and inverters,59,124,5.86
DFF,60,60,31.6
and+or+nand+nor,107,107,13.8
## through the flow
stage               instance area, um^2  worst slack, ns  cells  hold WS, ns  util (%)
floorplan                          3800            0.749    393        0.310         -
global placement                   4420            0.651    541        0.311      60.7
detailed placement                 4420            0.568    541        0.312      60.7
CTS                                4650            0.531    557        0.309      63.7
global route                       4650            0.320    557        0.317      63.7
finish                             4650            0.579    557        0.307      63.7
## flip-flops by register name, indices dropped and copies added, names as in the netlist
name    flops
L12_x2     10
L12_x1     10
L23_D      10
L23_x3     10
L34_F      10
L12_D      10
## final cells by class
| class | count | area (um^2) | share of cell area (%) |
|---|---|---|---|
| Sequential cell | 60 | 1200 | 25.8 |
| Clock inverter | 7 | 101 | 2.18 |
| Inverter | 58 | 218 | 4.68 |
| Tap cell | 99 | 124 | 2.66 |
| Timing Repair Buffer | 50 | 500 | 10.8 |
| Multi-Input combinational cell | 274 | 2380 | 51.2 |
| Clock buffer | 9 | 124 | 2.66 |
## layer usage
metal	part of all wire, %	vias to the layer above
li1	-	1390
met1	46	1169
met2	50	41
met3	3.0	11
met4	1.4	0
met5	0	-
## power breakdown
group / switching, uW / internal (uW)
combinational: 1140 / 1210
clock: 208 / 294
sequential: 89.0 / 662
total: 1440 / 2160
Power is estimated from default activity; no workload was simulated.
